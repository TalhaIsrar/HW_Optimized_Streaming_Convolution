==> /design/flow/design.v <==
module Conv #(
	parameter int KERNEL_DIM = 2,
	parameter int KERNEL_CH  = 3,
	parameter int IMG_DIM	 = 4,
	parameter int IMG_CH		 = 3,
	parameter int OUT_DIM    = 2,
	parameter int INPUT_PREC = 8,
	parameter int OUTPUT_PREC= INPUT_PREC * 2,
   parameter BUFFER_SIZE = IMG_DIM * IMG_CH * KERNEL_DIM,
   parameter KERNEL_SIZE = KERNEL_DIM * KERNEL_DIM * KERNEL_CH,
	parameter IMG_SIZE    = IMG_DIM * IMG_DIM * IMG_CH
)(
    input clk, rst,
    input logic [INPUT_PREC - 1:0] in_img_stream,
	 input logic in_valid,
    input logic [INPUT_PREC - 1:0] Kernal_weights [0:KERNEL_DIM-1][0:KERNEL_DIM-1][0:KERNEL_CH-1],
    output logic [OUTPUT_PREC - 1:0] out_img_stream,
	 output logic out_valid
);
	 logic [INPUT_PREC - 1:0] in_read_addr [0:KERNEL_SIZE-1];
	 logic [INPUT_PREC - 1:0] current_conv_addr [0:KERNEL_SIZE-1];
	 logic [INPUT_PREC - 1:0] current_conv [0:KERNEL_SIZE-1];
	 logic [INPUT_PREC - 1:0] flattened_weights [0:KERNEL_SIZE-1];
	 reg [INPUT_PREC - 1:0] in_write_addr;
	 reg [INPUT_PREC - 1:0] current_pixel;
	 reg [INPUT_PREC - 1:0] last_result;
	 reg [INPUT_PREC - 1:0] save_pixel;
	 reg set;
	 reg last;
	 integer index;
	 integer group;
	 Counter #(
		  .COUNTER_SIZE(8)
	 ) pixel_count (
	 	 .clk(clk),
		 .rst(rst),
		 .en(in_valid),
		 .target(IMG_SIZE),
		 .count(current_pixel)
	 );
	 MemoryUnit #(.MEMORY_SIZE(BUFFER_SIZE), .READ_ADDR_LEN(KERNEL_SIZE), .INPUT_PREC(INPUT_PREC)
	 ) internal_buffer(
		  .clk(clk),
		  .rst(rst),
		  .en(in_valid),
		  .in_addr(in_write_addr),
		  .in_data(in_img_stream),
		  .read_addr(current_conv_addr),
		  .read_data(current_conv)	  
	 );
	 Counter #(
			.COUNTER_SIZE(8)
	 ) result_counter (
        .clk(clk),
        .rst(rst),
  		  .en(set),
        .target(OUT_DIM + 1),
        .count(last_result)
    );
    always @(posedge clk or posedge rst) begin
        if (rst) begin	
		  		save_pixel = 0;
				  index = 0;
				  for (int x = 0; x < KERNEL_DIM; x = x + 1) begin
						for (int y = 0; y < KERNEL_DIM; y = y + 1) begin
							 for (int z = 0; z < KERNEL_CH; z = z + 1) begin
								  flattened_weights[index] = Kernal_weights[x][y][z];
								  index = index + 1;
							 end
						end
				  end
            for (int i = 0; i < KERNEL_SIZE; i = i + 1) begin
				    group = i / (KERNEL_DIM * KERNEL_CH);
                in_read_addr[i] = ((group * KERNEL_SIZE) + (i % (KERNEL_DIM*IMG_CH)));
            end
        end else begin
			if ((current_pixel + 1) == IMG_SIZE) begin
				last = 1;
				end else begin
					last = 0;
				end
				if (last_result == OUT_DIM - 1)
				begin
					save_pixel = current_pixel;
				end  
		  end
    end
	 always_comb begin
        for (int j = 0; j < KERNEL_SIZE; j = j + 1) begin
            current_conv_addr[j] = in_read_addr[j] + (last_result-1)*(KERNEL_DIM*IMG_CH);
        end 
		 in_write_addr = current_pixel % BUFFER_SIZE;
	    out_img_stream = 0;
		 for (int i = 0; i < KERNEL_SIZE; i = i + 1) begin
				out_img_stream = out_img_stream + (flattened_weights[i] * current_conv[i]);
		 end		  
		 if (last_result > 0) begin
				if (last_result == OUT_DIM + 1) begin
					out_valid = 0;
					set = 0;			
				end else begin
					out_valid = 1;
					set = 1;
				end
	    end
		 else if ((save_pixel != current_pixel) && ((current_pixel) % BUFFER_SIZE) == 0 && (current_pixel) >= (IMG_DIM*IMG_CH*KERNEL_DIM) - 1) begin
				set = 1;
				out_valid = 0;
		 end
		 else if ((save_pixel != current_pixel) && (current_pixel)  == 0 && last) begin
				set = 1;
				out_valid = 0;
		 end
		 else begin
		 		out_valid = 0;
				set = 0;
		 end
    end
endmodule
module Counter #(
    parameter int COUNTER_SIZE = 64
)(
    input logic clk,
    input logic rst,
    input logic en,
    input logic [COUNTER_SIZE-1:0] target,
    output logic [COUNTER_SIZE-1:0] count
);
    always_ff @(posedge clk or posedge rst) begin
        if (rst)
            count <= 0;
        else if (en) begin
            count <= (count == target - 1) ? 0 : count + 1;
        end
    end
endmodule
module MemoryUnit #(
    parameter int MEMORY_SIZE = 24,
    parameter int READ_ADDR_LEN = 8,
	 parameter int INPUT_PREC = 8
) (
    input  logic clk,
	 input  logic rst,
	 input  logic en,
    input  logic [INPUT_PREC - 1:0] in_addr,        
    input  logic [INPUT_PREC - 1:0]  in_data,        
    input  logic [INPUT_PREC - 1:0] read_addr [0:READ_ADDR_LEN-1],   
    output logic [INPUT_PREC - 1:0]  read_data [0:READ_ADDR_LEN-1]    
);
    logic [INPUT_PREC - 1:0] buffer [0:MEMORY_SIZE-1];
    always_ff @(posedge clk) begin
        if (en)   
            buffer[in_addr] <= in_data;   
    end
    always_comb begin
        for (int i = 0; i < READ_ADDR_LEN; i++) begin
            read_data[i] = buffer[read_addr[i]];   
        end
    end
endmodule
==> /design/flow/run.sh <==
#!/bin/bash
# OpenROAD 26Q1-2900-gdf79404cd8, Yosys 0.63+post, stock flow scripts
make -C /OpenROAD-flow-scripts/flow DESIGN_CONFIG=/design/flow/config.mk WORK_HOME=/design/flow/orfs finish
==> /design/flow/config.mk <==
export PLATFORM = sky130hd
export DESIGN_NAME = Conv
export DESIGN_NICKNAME = Conv
export VERILOG_FILES = /design/flow/design.v
export SDC_FILE = /design/flow/constraint.sdc
export NUM_CORES = 4
export LEC_CHECK = 1
export CORE_AREA = 10 10 98 98
export DIE_AREA = 0 0 108 108
export SYNTH_HDL_FRONTEND = slang
==> /design/flow/constraint.sdc <==
current_design Conv

set clk_period 4.0
set clk_io_pct 0.2

create_clock -name clk0 -period $clk_period [get_ports {clk}]

set non_clock_inputs [all_inputs -no_clocks]
set_input_delay [expr $clk_period * $clk_io_pct] -clock clk0 $non_clock_inputs
set_output_delay [expr $clk_period * $clk_io_pct] -clock clk0 [all_outputs]
==> flow_metrics.tcl <==
# flow metrics
set metrics [dict create \
    fp_util_pct 22.2 \
    cts-root-buf "clkbuf_8" \
    status "finished clean" \
    place_congestion 0.807 \
    area_delta_synth_final_pct 4.36 \
    clock_latency_ns 0.26 \
    edf_count 1 \
    drtAntennaViolNets 0 \
    yosys-top-cells-area "dfrtp_1 (35%), buf_4 (7.5%), ha_1 (5.2%), xnor2_1 (4.7%), xor2_1 (4.7%)" \
    clockBufferDepth 2 \
    routed-via-count 1149 \
    dp.final_hpwl_um 2150 \
    num_antenna_cells 0 \
    cts_setup_buffers 0 \
    cts_resized 0 \
    dr.pass1.iters 4 \
    drv_slew 0 \
    overflow 0 \
    cap_violations 0 \
    placed_area_um2 1720 \
    avgSynthCellArea_um2 9.36 \
    antenna_found_initial 0 \
    top_area_share_pct 35.5 \
    timing.fmax_ghz 0.356 \
    finClkSkew_ns 0.00187 \
    fp-row-count 32 \
    holdWs_ns 0.510 \
    grt_pass1_wl_um 5130 \
    drt-total-wl_um 2910 \
    dr.max_layer_used "met4" \
    top_cell "dfrtp_1" \
    synth.distinct_cells 44 \
    drt_iter0_markers 47 \
    ys_async_sr_fraction_pct 96.0 \
    die_w_um 108 \
    holdBufCountCts 0 \
    crit_chain "or4_4 > nor3_4 > o21ai_2 > clkdlybuf4s50_1" \
    yosysTopAreaCell "dfrtp_1" \
    design_area_um2 1770 \
    syn-cell-area_um2 1690 \
    ys_cells 181 \
    ir_worst_vdd_uv 154 \
    arrival_ns 2.01 \
    route.met2.wl_um 1350 \
    cts_tree "done" \
    fin_tns_setup_ns 0 \
    fill_cells 820 \
    drive_gt1_share_pct 6.21 \
    wl_met1_um 1480 \
    finalPower_mw 0.925 \
    crit-reg2reg-capture "result_counter.count[0]" \
    ff_type "dfrtp_1" \
    yosysWarnings 192 \
    netlist_instances 181 \
    finalSetupViolCount 0 \
    fin_crit_ns 2.81 \
    rsz0062_at_grt "no" \
    tightest_slew_ns 0.605 \
    power_density_nw_per_um2 523 \
    period_used_pct 70.2 \
    r2r_slack_ns 1.29 \
    dr_wl_met3_um 29 \
    r2r-start "pixel_count.count[7]" \
    viasPerCell 4.12 \
    start_kind "flop" \
    grt_max_degree 26 \
    first_global_vias 1107 \
    ys_chip_area_um2 1690 \
    timing_hold_violations_final 0 \
    core_area_um2 7650 \
    crit_fanout 5 \
    openroad.warnings 133 \
    maxSlewHeadroom_pct 59.6 \
    yosysSeqAreaShare_pct 37.2 \
    r2r_cells 7 \
    htreeDepth 1 \
    dieArea_um2 11700 \
    worstSetupPathType "flop to primary output" \
    hold-path-cell-count 1 \
    wl_per_cell_um 10.4 \
    hp-class "flop to flop" \
    holdPathEnd "result_counter.count[6]" \
    ios 124 \
    drc_errors 0 \
    hp-start "result_counter.count[6]" \
    cp.required_ns 3.20 \
    critPathMaxStageDelay_ns 0.54 \
    synthTopCellsByCount "dfrtp_1 (24), nand2_1 (20), buf_4 (17)" \
    numCtsBuffers 3 \
    cp_slowest_cell "or4_4" \
    clk_pin_slew_ns 0.08 \
    clock-sinks 25 \
    ys_seq_elements 25 \
    endpoint_kind "primary output" \
    grtUsageTotal_pct 5.10 \
    dieHeight_um 108 \
    io_buffers 3 \
    p_leak_nw 0.748 \
]
metal layers:
layer  track usage, %  vias up
li1                 -      590
met1             7.45      545
met2             8.23       12
met3            0.301        2
met4            0.954        0
met5                0        -
per-stage QoR:
stage | setup WS (ns) | util, % | instances
floorplan | 1.58 | - | 196
global placement | 1.30 | 22.5 | 275
detailed placement | 1.28 | 22.5 | 275
CTS | 1.16 | 23.1 | 279
global route | 1.07 | 23.1 | 279
finish | 1.19 | 23.1 | 279
worst max-delay path: cells and delay by family (launching register included):
family	cells	cell delay [ns]
AOI/OAI and AO/OA	1	0.12
buffers and inverters	1	0.42
DFF	1	0.44
and+or+nand+nor	2	0.76
cell type report:
class                      count  area [µm²]  share of cell area, %
tap                          102         128                   7.22
timing repair buffer           4        37.5                   2.12
clock buffer                   4        45.0                   2.55
inverter                      10        37.5                   2.12
multi-input combinational    134         890                   50.3
sequential                    25         631                   35.7
where the power goes:
group | switching [mW] | internal [mW]
combinational | 0.168 | 0.164
clock | 0.0752 | 0.0710
sequential | 0.112 | 0.336
total | 0.354 | 0.571
logic make-up after synthesis:
family | count (synthesis) | synth area share (%)
buffers and inverters | 37 | 13.6
DFF | 25 | 37.2
muxes | 6 | 3.84
and+or+nand+nor | 54 | 17.1
AOI/OAI and AO/OA | 33 | 13.6
xor gates and xnor gates | 18 | 9.31
other | 1 | 0.221
adders and majority gates | 7 | 5.17
layout by cell type (no fill, tap or decap), types with 2 or more instances in the layout:
cell and count:
nand3_1 5, nand2b_1 3, mux2_1 4, nor3_1 3, clkdlybuf4s50_1 3, nand4_1 2, and3_1 2, xor2_1 9
inv_1 10, mux2i_1 2, o31ai_1 2, or4_4 2, nand2_1 20, dfrtp_1 24, xnor2_1 9, clkbuf_8 3
nor2_1 8, a21oi_1 4, o21ai_2 2, o2111ai_1 2, conb_1 16, a211oi_1 3, nor4_1 3, o21ai_1 7
o21ai_0 4, ha_1 7
sequential cells by signal (all words and copies together) (netlist names):
name / count
save_pixel: 8
last: 1
pixel_count.count: 8
result_counter.count: 8
worst max path at each step:
stage                  startpoint        end  depth (start not counted)
4_1_cts   result_counter.count[4]  out_valid                          4
5_1_grt   result_counter.count[4]  out_valid                          4
6_report  result_counter.count[4]  out_valid                          4
Power and IR drop assume default switching activity.
